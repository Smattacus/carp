==> /design/flow/design.v <==
module arp(input logic areset, clk_rx, clk_tx,
    input logic [7:0] data_rx_i,
    input logic data_valid_rx_i, data_ack_tx_i,
    input logic [47:0] my_mac_i,  
    input logic [31:0] my_ipv4_i,  
    output logic data_valid_tx_o,
    output logic [7:0] data_tx_o
    );
    logic [7:0] data_rx_r;
    logic data_valid_rx_r, data_ack_tx_r;
    logic data_valid_tx_ro;
    logic [7:0] data_tx_ro;
    always_ff @(posedge clk_rx, posedge areset)
        if (areset) begin
            data_rx_r <= 0;
            data_valid_rx_r <= 0;
            data_ack_tx_r <= 0;            
        end
        else begin
            data_rx_r <= data_rx_i;
            data_valid_rx_r <= data_valid_rx_i;
            data_ack_tx_r <= data_ack_tx_i;
        end
    typedef enum logic [3:0] {
        initialize,
        arp_mac_dest,
        mac_source_first,
        arp_ethertype,
        hwtype,
        prot_type,
        hw_len,
        prot_len,
        optype,
        sender_mac,
        sender_ip,
        target_mac,
        target_ip,
        data_captured
    } statetype;
    statetype state;
    logic [2:0] req_count_rx;
    logic [5:0][7:0] mac_of_sender_rx;
    logic [4:0][7:0] ip_of_sender_rx;
    logic [0:3][7:0] my_ipv4_subfields;
    logic [0:5][7:0] my_mac_subfields;
    assign my_ipv4_subfields = my_ipv4_i;
    assign my_mac_subfields = my_mac_i;
    logic data_ready_rx;
    always_ff @(posedge clk_rx, posedge areset)
        if (areset) begin
            state <= initialize;
            req_count_rx <= 0;
            mac_of_sender_rx <= 0;
            ip_of_sender_rx <= 0;
            data_ready_rx <= 0;
        end else begin
            case (state)
                initialize : begin
                    if ((data_valid_rx_r) && (data_rx_r == 'hff)) begin
                        state <= arp_mac_dest;
                        req_count_rx <= 1;
                    end else begin 
                        state <= initialize;
                        req_count_rx <= 0;
                    end
                end
                arp_mac_dest : begin
                    if ((data_rx_r == 'hff) && (req_count_rx == 5)) begin 
                        state <= mac_source_first;
                        req_count_rx <= 0;
                    end else if ((data_rx_r == 'hff) && (req_count_rx < 5)) begin
                        req_count_rx <= req_count_rx + 1;
                    end else state <= initialize;
                end
                mac_source_first: begin
                    if (data_valid_rx_r && req_count_rx < 5) begin 
                        req_count_rx <= req_count_rx + 1;
                    end else if (data_valid_rx_r && req_count_rx == 5) begin
                        req_count_rx <= 0;
                        state <= arp_ethertype;
                    end else state <= initialize;
                end
                arp_ethertype : begin
                    if (data_valid_rx_r && req_count_rx == 0 && data_rx_r == 'h08) 
                        req_count_rx <= req_count_rx + 1;
                    else if (data_valid_rx_r && req_count_rx == 1 && data_rx_r == 'h06) begin
                        req_count_rx <= 0;
                        state <= hwtype;
                    end else state <= initialize;
                end
                hwtype : begin
                    if (data_valid_rx_r && req_count_rx == 0 && data_rx_r == 'h00) req_count_rx <= req_count_rx +1;
                    else if (data_valid_rx_r && req_count_rx == 1 && data_rx_r == 'h01) begin
                        req_count_rx <= 0;
                        state <= prot_type;
                    end else state <= initialize;
                end
                prot_type : begin
                    if (data_valid_rx_r && req_count_rx == 0 && data_rx_r == 'h08 ) req_count_rx <= req_count_rx + 1;
                    else if (data_valid_rx_r && req_count_rx == 1 && data_rx_r == 'h00) begin
                        req_count_rx <= 0;
                        state <= hw_len;
                    end
                end
                hw_len : begin
                    if (data_valid_rx_r && data_rx_r == 'h06) state <= prot_len;
                    else state <= initialize;
                end
                prot_len : begin
                    if (data_valid_rx_r && data_rx_r == 'h04) state <= optype;
                    else state <= initialize;
                end
                optype : begin
                    if (data_valid_rx_r && data_rx_r == 'h00) req_count_rx <= 1;
                    else if (data_valid_rx_r && data_rx_r == 'h01 && req_count_rx == 1) begin
                        req_count_rx <= 0;
                        state <= sender_mac;
                    end
                    else state <= initialize;
                end
                sender_mac : begin
                    if (data_valid_rx_r && req_count_rx < 5) begin
                        req_count_rx <= req_count_rx + 1;
                        mac_of_sender_rx[req_count_rx] <= data_rx_r;
                    end
                    else if (data_valid_rx_r && req_count_rx == 5) begin
                        mac_of_sender_rx[req_count_rx] <= data_rx_r;
                        req_count_rx <= 0;
                        state <= sender_ip;
                    end
                    else state <= initialize;
                end
                sender_ip : begin
                    if (data_valid_rx_r && req_count_rx < 3) begin
                        req_count_rx <= req_count_rx + 1;
                        ip_of_sender_rx[req_count_rx] <= data_rx_r;
                    end
                    else if (data_valid_rx_r && req_count_rx == 3) begin
                        ip_of_sender_rx[req_count_rx] <= data_rx_r;
                        req_count_rx <= 0;
                        state <= target_mac;
                    end else state <= initialize;
                end
                target_mac : begin
                    if (data_valid_rx_r && req_count_rx < 5) req_count_rx <= req_count_rx + 1;
                    else if (data_valid_rx_r && req_count_rx == 5) begin
                        req_count_rx <= 0;
                        state <= target_ip;
                    end else state <= initialize;
                end
                target_ip : begin
                    if (data_valid_rx_r && 
                        req_count_rx < 3 && 
                        data_rx_r == my_ipv4_subfields[req_count_rx]) begin
                        req_count_rx <= req_count_rx + 1;
                    end    
                    else if (data_valid_rx_r && 
                            req_count_rx == 3 && 
                            data_rx_r == my_ipv4_subfields[req_count_rx]) begin
                        req_count_rx <= 0;
                        state <= data_captured;
                    end
                    else state <= initialize;
                end
                data_captured : begin
                    if (req_count_rx < 1) begin
                        data_ready_rx <= 1;
                        req_count_rx <= req_count_rx + 1;
                    end
                    else begin
                        data_ready_rx <= 0;
                        state <= initialize;
                    end
                end
                default : state <= initialize;
            endcase
        end
    logic [5:0][7:0] mac_of_sender_cdc;
    logic [4:0][7:0] ip_of_sender_cdc;
    always_ff @(posedge clk_rx, posedge areset) begin
        if (areset) begin
            mac_of_sender_cdc <= 0;
            ip_of_sender_cdc <= 0;
        end
        else if (data_ready_rx) begin  
            mac_of_sender_cdc <= mac_of_sender_rx;
            ip_of_sender_cdc <= ip_of_sender_rx;
        end
    end
    logic data_tx_ts1, data_tx_ts2;
    always_ff @(posedge clk_tx, posedge areset) begin
        if (areset) begin
            data_tx_ts1 <= 0;
            data_tx_ts2 <= 0;
        end else begin
            data_tx_ts1 <= data_ready_rx;
            data_tx_ts2 <= data_tx_ts1;
        end
    end
    logic [5:0][7:0] mac_of_sender_tx;
    logic [4:0][7:0] ip_of_sender_tx;
    logic output_is_ready;  
    always_ff @(posedge clk_tx, posedge areset) begin
        if (areset) begin
            mac_of_sender_tx <= 0;
            ip_of_sender_tx <= 0;
        end else if (data_tx_ts2 && output_is_ready) begin
            mac_of_sender_tx <= mac_of_sender_cdc;
            ip_of_sender_tx <= ip_of_sender_cdc;
        end
    end
    typedef enum logic [3:0] {
        initialize_tx,
        data_ack_rdy_tx,
        arp_resp_mac_tx,
        mac_source_first_tx,
        arp_ethertype_tx,
        hwtype_tx,
        prot_type_tx,
        hw_len_tx,
        prot_len_tx,
        optype_tx,
        sender_mac_tx,
        sender_ip_tx,
        target_mac_tx,
        target_ip_tx,
        data_captured_tx
    } statetype_tx;
    statetype_tx state_tx;
    logic [2:0] req_count_tx;
    always_ff @(posedge clk_tx, posedge areset) begin
        if (areset) begin
            state_tx <= initialize_tx;
            req_count_tx <= 0;
            data_valid_tx_o <= 0;
            output_is_ready <= 0;
        end else begin
            case(state_tx)
                initialize_tx : begin
                    if (data_tx_ts2 && output_is_ready) begin
                        state_tx <= data_ack_rdy_tx;
                        data_valid_tx_o <= 1;
                        data_tx_o <= mac_of_sender_tx[0];
                        output_is_ready <= 0;
                    end
                    else begin 
                        state_tx <= initialize_tx;
                        data_valid_tx_o <= 0;
                        output_is_ready <= 1;
                    end
                end
                data_ack_rdy_tx : begin
                    if (data_ack_tx_i) begin
                        req_count_tx <= 2;
                        data_tx_o <= mac_of_sender_tx[1];
                        state_tx <= arp_resp_mac_tx;
                    end else state_tx <= data_ack_rdy_tx;
                end
                arp_resp_mac_tx : begin
                    if (req_count_tx == 5) begin
                        state_tx <= mac_source_first_tx;
                        data_tx_o <= mac_of_sender_tx[req_count_tx];
                        req_count_tx <= 0;
                    end else if (req_count_tx < 5 && req_count_tx >= 2) begin
                        data_tx_o <= mac_of_sender_tx[req_count_tx];
                        req_count_tx <= req_count_tx + 1;
                    end else state_tx <= initialize_tx;
                end
                mac_source_first_tx : begin
                    if (req_count_tx == 5) begin
                        state_tx <= arp_ethertype_tx;
                        data_tx_o <= my_mac_subfields[req_count_tx];
                        req_count_tx <= 0;
                    end else if (req_count_tx < 5) begin
                        data_tx_o <= my_mac_subfields[req_count_tx];
                        req_count_tx <= req_count_tx + 1;
                    end else state_tx <= initialize_tx;
                end
                arp_ethertype_tx : begin
                    if (req_count_tx == 1) begin
                        state_tx <= hwtype_tx;
                        data_tx_o <= 'h06;
                        req_count_tx <= 0;
                    end else if (req_count_tx < 1) begin
                        req_count_tx <= req_count_tx + 1;
                        data_tx_o <= 'h08;
                    end else state_tx <= initialize_tx;
                end
                hwtype_tx : begin
                    if (req_count_tx == 1) begin
                        state_tx <= prot_type_tx;
                        data_tx_o <= 'h01;
                        req_count_tx <= 0;
                    end else if (req_count_tx < 1) begin
                        req_count_tx <= req_count_tx + 1;
                        data_tx_o <= 'h00;
                    end else state_tx <= initialize_tx;
                end
                prot_type_tx : begin
                    if (req_count_tx == 1) begin
                        state_tx <= hw_len_tx;
                        data_tx_o <= 'h00;
                        req_count_tx <= 0;
                    end else if (req_count_tx < 1) begin
                        req_count_tx <= req_count_tx + 1;
                        data_tx_o <= 'h08;
                    end else state_tx <= initialize_tx;
                end
                hw_len_tx : begin
                    data_tx_o <= 'h06;  
                    state_tx <= prot_len_tx;
                end
                prot_len_tx : begin
                    data_tx_o <= 'h04;
                    state_tx <= optype_tx;
                    req_count_tx <= 0;
                end
                optype_tx : begin
                    if (req_count_tx == 1) begin
                        state_tx <= sender_mac_tx;
                        data_tx_o <= 'h02;
                        req_count_tx <= 0;
                    end else if (req_count_tx < 1) begin
                        data_tx_o <= 'h00;
                        req_count_tx <= req_count_tx + 1;
                    end else state_tx <= initialize_tx;
                end
                sender_mac_tx : begin
                    if (req_count_tx == 5) begin
                        state_tx <= sender_ip_tx;
                        data_tx_o <= my_mac_subfields[req_count_tx];
                        req_count_tx <= 0;
                    end else if (req_count_tx < 5) begin
                        req_count_tx <= req_count_tx + 1;
                        data_tx_o <= my_mac_subfields[req_count_tx];
                    end else state_tx <= initialize_tx;
                end
                sender_ip_tx : begin
                    if (req_count_tx == 3) begin
                        state_tx <= target_mac_tx;
                        data_tx_o <= my_ipv4_subfields[req_count_tx];
                        req_count_tx <= 0;
                    end else if (req_count_tx < 3) begin
                        data_tx_o <= my_ipv4_subfields[req_count_tx];
                        req_count_tx <= req_count_tx + 1;
                    end else state_tx <= initialize_tx;
                end
                target_mac_tx : begin
                    if (req_count_tx == 5) begin
                        state_tx <= target_ip_tx;
                        data_tx_o <= mac_of_sender_tx[req_count_tx];
                        req_count_tx <= 0;
                    end else if (req_count_tx < 5) begin
                        data_tx_o <= mac_of_sender_tx[req_count_tx];
                        req_count_tx <= req_count_tx + 1;
                    end else state_tx <= initialize_tx;
                end
                target_ip_tx : begin
                    if (req_count_tx == 3) begin
                        state_tx <= initialize_tx;  
                        data_tx_o <= ip_of_sender_tx[req_count_tx];
                        req_count_tx <= 0;
                    end else if (req_count_tx < 3) begin
                        data_tx_o <= ip_of_sender_tx[req_count_tx];
                        req_count_tx <= req_count_tx + 1;
                    end else begin
                        state_tx <= initialize_tx;
                        data_valid_tx_o <= 0;
                    end
                end
            default : state_tx <= initialize_tx;
            endcase
        end
    end
endmodule
==> /design/flow/run.sh <==
#!/bin/bash
# OpenROAD 26Q1-2900-gdf79404cd8, Yosys 0.63+post, stock flow scripts
make -C /OpenROAD-flow-scripts/flow DESIGN_CONFIG=/design/flow/config.mk WORK_HOME=/design/flow/orfs finish
==> /design/flow/config.mk <==
export PLATFORM = sky130hd
export DESIGN_NAME = arp
export DESIGN_NICKNAME = arp
export VERILOG_FILES = /design/flow/design.v
export SDC_FILE = /design/flow/constraint.sdc
export NUM_CORES = 4
export LEC_CHECK = 1
export CORE_UTILIZATION = 40
==> /design/flow/constraint.sdc <==
current_design arp

set clk_period 7.4
set clk_io_pct 0.2

create_clock -name clk0 -period $clk_period [get_ports {clk_rx}]
create_clock -name clk1 -period $clk_period [get_ports {clk_tx}]

set non_clock_inputs [all_inputs -no_clocks]
set_input_delay [expr $clk_period * $clk_io_pct] -clock clk0 $non_clock_inputs
set_output_delay [expr $clk_period * $clk_io_pct] -clock clk0 [all_outputs]
==> results_dict.tcl <==
# metrics dict for downstream scripts
set metrics [dict create \
    setup_tns_ns 0 \
    finalMaxSlewViolations 0 \
    startpoint "my_ipv4_i[3]" \
    ys.flop_type "dfrtp_1" \
    relSlewSlack_pct 42.5 \
    reg2reg_slack_ns 4.13 \
    dp_slack_ns 3.60 \
    synthTopCellsByCount "dfrtp_1 (310), mux2_2 (217), nand2_1 (89)" \
    status "finished, violations left" \
    cts_tree "yes" \
    ant_nets 0 \
    worst_slack_ns 4.12 \
    viasPerCell 5.63 \
    reg2regPathDepth 6 \
    required_ns 7.81 \
    ys_cells 1113 \
    critPathMaxFanout 3 \
    peakVddDrop_v 0.000157 \
    drt_iter0_markers 581 \
    critPathLaunchType "input pin" \
    core_um2 35700 \
    track_usage_pct 22.4 \
    row_count 69 \
    synth.most_common_cell "dfrtp_1" \
    r2r-end "mac_of_sender_rx[14]$_DFFE_PP0P_" \
    nFillCells 3053 \
    final_hold_viol_count 0 \
    wl_um 37600 \
    dieHeight_um 193 \
    drv_cap 0 \
    ys.warnings.count 1 \
    port-buffer-count 100 \
    worstSetupPathType "input pin to flip-flop" \
    log.warning_count 41 \
    yosysSeqAreaShare_pct 55.4 \
    hp-class "flip-flop to flip-flop" \
    worstSetupEndpointType "flip-flop" \
    power.total_w 0.00442 \
    top_cells_by_area "dfrtp_1 (53%), mux2_2 (17%), mux4_2 (6.2%), nand2_1 (2.3%), o21ai_0 (2.0%)" \
    drive_above_1_share_pct 29.0 \
    rr_startpoint "req_count_rx[2]$_DFFE_PP0P_" \
    area_growth_pct 20.4 \
    cts_resized 0 \
    p_leak_nw 8.00 \
    grt_overflow 0 \
    min_to "data_tx_ts2$_DFF_PP0_" \
    violations "DRC" \
    routedWlPerCell_um 21.9 \
    netlist_area_um2 14500 \
    largest_area_cell "dfrtp_1" \
    synth.avg_cell_area_um2 13.0 \
    rsz0062_at_grt "no" \
    die_w_um 193 \
    fin_hold_ws_ns 0.348 \
    top_level_ports 102 \
    cts_hold_buf 0 \
    top_area_share_pct 53.4 \
    power_density_nw_per_um2 253 \
    cts.sinks 320 \
    edf_count 8 \
    clk_pin_slew_worst_paths_ns 0.06 \
    min_from "data_tx_ts1$_DFF_PP0_" \
    clock_skew_ns 0.0195 \
    worst_slew_pin_slew_ns 0.860 \
    dp_hpwl_um 25200 \
    antenna_found_initial 0 \
    fp-utilization_pct 40.7 \
    hold_path_depth 0 \
    diodes 0 \
    ys_async_sr_fraction_pct 97.5 \
    drc 15 \
    first_global_vias 9996 \
    numSynthFlops 320 \
    dr.pass1.iters 49 \
    vias 9643 \
    synth_cell_type_count 69 \
    post-cts-setup-buffers 0 \
    die_area_um2 37100 \
    grt_max_degree 128 \
    grt_pass1_wl_um 59300 \
    gp_congestion 0.912 \
    syn_inst 1113 \
    setup_viol 0 \
    synth_chip_area_um2 14500 \
    worst_ep_arrival_time_ns 3.69 \
]
-- state kept, by name, indices dropped and copies added (netlist names), 14 cells and up --
signal and cells:
ip_of_sender_cdc 40, state 14, mac_of_sender_rx 48, mac_of_sender_cdc 48
mac_of_sender_tx 48, state_tx 14, ip_of_sender_rx 40, ip_of_sender_tx 40
-- per-stage QoR --
| stage | util (%) | instances | instance area [um^2] |
|---|---|---|---|
| global placement | 45.1 | 1638 | 16100 |
| CTS | 49.0 | 1714 | 17500 |
| floorplan | - | 1113 | 14500 |
| finish | 49.0 | 1714 | 17500 |
| global route | 49.0 | 1714 | 17500 |
| detailed placement | 45.1 | 1638 | 16100 |
-- layout by cell type (no fill, tap or decap), drive strengths merged, types with 5 or more instances in the layout --
master and instances:
a21oi 14, a221oi 14, a22o 30, a22oi 6, and2 5, and3 5
buf 20, clkbuf 56, clkdlybuf4s50 100, clkinv 11, dfrtp 310, edfxtp 8
ha 18, inv 29, mux2 219, mux2i 11, mux4 40, nand2 89
nand2b 9, nand3 24, nand4 7, nor2 53, nor2b 16, nor3 10
nor4 5, o21ai 58, o32ai 10, or3 6
-- how the worst max path moves through the flow --
stage / cells past startpoint / to
6_report: 8 / req_count_rx[2]$_DFFE_PP0P_
4_1_cts: 6 / data_tx_o[1]$_DFFE_PP_
5_1_grt: 6 / data_tx_o[1]$_DFFE_PP_
-- layout make-up --
cell class | count | area, um^2 | area share (%)
clock inverter | 20 | 239 | 1.37
multi-input combinational | 710 | 6150 | 35.2
inverter | 27 | 105 | 0.601
sequential | 320 | 8060 | 46.1
clock buffer | 56 | 1170 | 6.71
tap | 461 | 577 | 3.30
timing repair buffer | 120 | 1180 | 6.73
-- routing by layer --
metal  global-route usage [%]  part of all wire [%]  vias up
li1                         -                     -     4338
met1                     34.3                    45     4955
met2                     33.6                    46      286
met3                     5.70                   6.1       64
met4                     5.12                   2.5        0
met5                        0                     0        -
-- worst max-delay path, stage by stage --
cell and delay (ns):
clkdlybuf4s50_1 0.41, mux4_2 0.50, nor4bb_1 0.28, a31oi_1 0.07, o32ai_1 0.26, a31o_2 0.26, nand3_2 0.09, mux2_1 0.33
-- cell families after synthesis --
logic type      after synthesis  synth area share [%]
compound gates              172                  8.37
xor+xnor                      4                 0.241
fa+ha+maj                    18                  1.55
buf+inv                      83                  2.25
flops                       320                  55.4
mux                         270                  23.9
simple gates                246                  8.22
-- where the power goes --
group          internal, W  leakage, nW  switching, W  total [W]
Clock              0.00126        0.691      0.000802    0.00206
Sequential         0.00179         4.40     0.0000425    0.00183
Combinational     0.000215         2.91      0.000316   0.000531
Total              0.00326         8.00       0.00116    0.00442
Power and IR drop assume default switching activity.
